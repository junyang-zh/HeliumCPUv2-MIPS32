===== /design/flow/design.v =====
module counter #(
    parameter COUNTER_W = 3,
    parameter N = 5,
    parameter PREFIX_N = 3'd2,       
    parameter TOTAL_TYPES = 6
) (
    input wire clk, rst,
    input wire[6-1:0] op_code,
    input wire[6-1:0] funct,
    output wire if_clk, id_clk, ex_clk, mem_clk, wb_clk,
    output wire inst_read_en
);
    function[COUNTER_W:0] seq_lookup_table;  
        input[COUNTER_W-1:0] stage_count;    
        input[4-1:0] exe_type;
        begin
            case (exe_type)
                4'd0: begin
                    seq_lookup_table = { stage_count, (stage_count >= 3'd5) };
                end
                4'd1: begin
                    seq_lookup_table = { stage_count, (stage_count >= 3'd4) };
                end
                4'd3: begin
                    seq_lookup_table = { stage_count, (stage_count >= 3'd3) };
                end
                4'd4: begin
                    seq_lookup_table = { stage_count, (stage_count >= 3'd2) };
                end
                4'd2: case (stage_count)
                    3'd2: seq_lookup_table = { 3'd2, 1'b0 };
                    3'd3: seq_lookup_table = { 3'd4, 1'b0 };
                    default: seq_lookup_table = { 3'd0, 1'b1 };
                endcase
                4'd5: case (stage_count)
                    3'd2: seq_lookup_table = { 3'd4, 1'b0 };
                    default: seq_lookup_table = { 3'd0, 1'b1 };
                endcase
                default: seq_lookup_table = { 3'd0, 1'b1 };
            endcase
        end
    endfunction
    reg[COUNTER_W-1:0] count;
    reg[4-1:0] suffix_type;
    reg[N-1:0] clks;
    reg[COUNTER_W-1:0] cur_cnt;  
    reg invalid;                 
    always @(posedge clk) begin
        clks = 0;
        if (rst) begin
            count = 0;
            clks[count] = 1;
            suffix_type = 4'd6;
        end
        else begin
            if (count < PREFIX_N - 1) begin
                count = count + 1;
                clks[count] = 1;
                suffix_type = 4'd6;
            end
            else begin
                if (suffix_type == 4'd6) case (op_code)
                    6'b000000: case (funct)
                        6'b001000: suffix_type = 4'd3;
                        default: suffix_type = 4'd2;
                    endcase
                    6'b100000, 6'b100100, 6'b100001, 6'b100101, 6'b100011:
                        suffix_type = 4'd0;
                    6'b101000, 6'b101001, 6'b101011:
                        suffix_type = 4'd1;
                    6'b001000, 6'b001001, 6'b001100, 6'b001101, 6'b001110, 6'b001010, 6'b001011, 6'b000011:
                        suffix_type = 4'd2;
                    6'b000100, 6'b000101, 6'b000110, 6'b000111, 6'b000001:
                        suffix_type = 4'd3;
                    6'b000010:
                        suffix_type = 4'd4;
                    6'b001111:
                        suffix_type = 4'd5;
                    default: suffix_type = 4'd0;
                endcase
                count = count + 1;
                { cur_cnt, invalid } = seq_lookup_table(count, suffix_type);
                if (invalid) begin
                    count = 0;
                    clks[count] = 1;
                    suffix_type = 4'd6;
                end
                else begin
                    clks[cur_cnt] = 1;
                end
            end
        end
    end
    always @(negedge clk) begin  
        clks = 0;
    end
    assign inst_read_en = (count == 0);
    assign { wb_clk, mem_clk, ex_clk, id_clk, if_clk } = clks;
endmodule

===== /design/flow/run.sh =====
#!/bin/bash
# OpenROAD 26Q1-2900-gdf79404cd8, Yosys 0.63+post, stock flow scripts
make -C /OpenROAD-flow-scripts/flow DESIGN_CONFIG=/design/flow/config.mk WORK_HOME=/design/flow/orfs finish

===== /design/flow/config.mk =====
export PLATFORM = sky130hd
export DESIGN_NAME = counter
export DESIGN_NICKNAME = counter
export VERILOG_FILES = /design/flow/design.v
export SDC_FILE = /design/flow/constraint.sdc
export NUM_CORES = 4
export LEC_CHECK = 1
export CORE_AREA = 10 10 73 73
export DIE_AREA = 0 0 83 83

===== /design/flow/constraint.sdc =====
current_design counter

set clk_period 2.6
set clk_io_pct 0.2

create_clock -name clk0 -period $clk_period [get_ports {clk}]

set non_clock_inputs [all_inputs -no_clocks]
set_input_delay [expr $clk_period * $clk_io_pct] -clock clk0 $non_clock_inputs
set_output_delay [expr $clk_period * $clk_io_pct] -clock clk0 [all_outputs]

==> deck_impl_summary.md <==
Synthesis and Place & Route Summary

Final timing
  – Hold Slack: 463 ps
  – Final setup viols: 0
  – Fin crit share: 0.948
  – Slew Viols, Final: 0
  – Setup TNS: 0 ps
  – Clock skew: 0.399 ps
  – Tmin final: 2460 ps
  – Endpoints failing hold: 0
  – Peak Freq: 406 MHz
  – RSZ-0062 raised after global routing: false

Critical path
  – Crit path cell chain: clkdlybuf4s15_1, or4b_4, a31oi_4, a211oi_2, a211o_1, a211oi_2, nand3_2, or4b_1
  – CP Class: input port to register
  – Worst setup SP type: input port
  – Crit. End Element: register
  – Max incr delay on CP: 510 ps
  – CP required: 2700 ps
  – Slowest cell on crit path: or4b_4
  – CP max FO: 3
  – Most frequent CP cell: a211oi_2
  – CP arrival: 2570 ps

Clock tree
  – CTS Buf Count: 3
  – Late-Pin Clk Latency: 230 ps
  – TritonCTS clock tree: done
  – Clock Pin Slew Worst Setup and Hold Paths: 50 ps
  – Root Buffer: clkbuf_8
  – Post-CTS Hold Buffers: 0
  – # clock sinks: 12
  – Clock Path Buffers: 2
  – H-tree depth: 1

Floorplanning
  – Top-level I/O count: 20
  – Die area: 6890 µm²
  – FP Rows: 22
  – Die width: 83 µm
  – Die Y: 83 µm
  – Starting density of the core: 0.229
  – Core area: 3740 µm²

Route
  – Post-Route WL: 2180 µm
  – DRT antenna net count: 0
  – Vias/cell: 4.54
  – Via count: 862
  – DRT iter0 DRCs: 52
  – Ant diodes: 0
  – Wire per inst: 11.5 µm
  – DRT Pass-1 Iters: 4
  – Residual DRC count: 0

Placement
  – Placer Congestion: 0.843
  – DP Wirelength: 1790 µm
  – Placed cell areas: 1170 µm²
  – Port-buffer cells: 14

Power and ir drop
  – Max VDD drop: 0.519 mV
  – Leakage: 0.565 nW
  – Tot Pwr: 0.00102 W
  – Power density over the cells: 807 nW/µm²

Synth
  – Synth flops: 12
  – FFs w/ async S/R, synth: 0
  – Top cells by count: nor2_1, dfxtp_1, a21oi_1, inv_1
  – # Cells Yosys: 109
  – Post-synth EDFFs: 0
  – Synth cell types: 42
  – Synth Cell Area: 857 µm²
  – Cell taking the most area after synthesis: dfxtp_1
  – Top cell area share: 0.280
  – Synth Warn #: 11
  – Sequential area share after synthesis: 0.280
  – YS chip area: 857 µm²
  – Syn Inst Count: 109
  – Top-count cell post-synth: nor2_1
  – Synth Flop Type: dfxtp_1
  – Synth area leaders: dfxtp_1, nor2_1, a21oi_1
  – Avg Cell Area, Syn: 7.86 µm²

Layout
  – Area grow syn2layout: 47.3%
  – Post-route cell area: 1260 µm²
  – Reg area: 240 µm²
  – Final core utilization: 0.337
  – Number of fill cells: 395
  – Fraction of layout cells with a size suffix above 1: 0.275
  – Comb area: 602 µm²

Global route
  – Largest net degree at the start of global routing: 13
  – First-pass GRT wire length: 3800 µm
  – Antenna violations before repair: 0
  – Vias in the first global route: 843
  – All-layer global routing usage: 0.0615
  – Grt ovf: 0

Run status
  – Status: finished clean

Flow run
  – Max Cap Violations: 0
  – Tool warning count: 28

Min path
  – HP Class: register to register
report_power, final:
part,internal (W),leakage [nW],switching [W]
logic,0.000313,0.445,0.000285
registers,0.000234,0.0980,0.0000308
clock network,0.000101,0.0216,0.0000558
total,0.000647,0.565,0.000372
final cells by class:
class,instances,area share
clock buffers,3,0.0327
multi-input cells,86,0.477
repair buffers,35,0.235
flip-flops and latches,12,0.190
well taps,48,0.0476
inverters,6,0.0178
worst paths after layout:
| path | start | to | slack (ps) | cells after the start |
|---|---|---|---|---|
| worst max register to register | count[0] | register | 170 | 8 |
| worst min-delay path | suffix_type[5] | suffix_type[5] | 460 | 2 |
| worst min register to register | suffix_type[5] | suffix_type[5] | 460 | 2 |
| worst max-delay path | op_code[2] | register | 140 | 8 |
kinds of logic (layout without fill, tap and decap cells):
family | Yosys count | in the layout | synth area share
simple gates | 47 | 47 | 0.309
compound gates | 30 | 30 | 0.263
buf+inv | 15 | 44 | 0.0890
flops | 12 | 12 | 0.280
fa+ha+maj | 3 | 3 | 0.0438
other cells | 1 | 5 | 0.00438
xor+xnor | 1 | 1 | 0.0102
metrics by stage:
step | cells | setup slack [ps]
6_report | 190 | 136
5_1_grt | 190 | 18.5
4_1_cts | 190 | 4.13
3_5_place_dp | 186 | -387
3_3_place_gp | 186 | -355
2_1_floorplan | 113 | -96.0
critical path: cells and delay by family:
| family | cells | cell delay (ps) |
|---|---|---|
| simple gates | 3 | 1120 |
| buf+inv | 1 | 180 |
| compound gates | 4 | 740 |
cells in the final DEF, fill, tap and decap left out, drive strengths merged, types with 4 or more instances in the layout:
master	netlist	layout
nor2b	5	5
inv	6	6
dfxtp	12	12
nand3	5	5
o21ai	4	4
nor2	15	15
nand2b	4	4
clkbuf	3	6
buf	6	21
dlymetal6s2s	0	4
conb	1	5
a21oi	10	10
clkdlybuf4s50	0	6
layer usage:
metal | vias up | GRT usage | share of wire
li1 | 455 | - | -
met1 | 392 | 0.0804 | 0.46
met2 | 13 | 0.105 | 0.50
met3 | 2 | 0.0138 | 0.031
met4 | 0 | 0.00308 | 0.0027
met5 | - | 0 | 0
timing repair:
item | in CTS | in global routing
endpoints found under the setup margin | 2 | 6
cloned | 0 | 0
resized | 5 | 19
pin swaps | 6 | 11
buffers inserted | 1 | 0
No activity file was given, so power comes from the tool's default toggle rates.
