==> /design/flow/run.sh <==
#!/bin/bash
# OpenROAD 26Q1-2900-gdf79404cd8, Yosys 0.63+post, stock flow scripts
make -C /OpenROAD-flow-scripts/flow DESIGN_CONFIG=/design/flow/config.mk WORK_HOME=/design/flow/orfs finish
==> /design/flow/config.mk <==
export PLATFORM = sky130hd
export DESIGN_NAME = pc_with_addr_mux
export DESIGN_NICKNAME = pc_with_addr_mux
export VERILOG_FILES = /design/flow/design.v
export SDC_FILE = /design/flow/constraint.sdc
export NUM_CORES = 4
export LEC_CHECK = 1
export CORE_UTILIZATION = 30
==> /design/flow/constraint.sdc <==
current_design pc_with_addr_mux

set clk_period 9.8
set clk_io_pct 0.2

create_clock -name clk0 -period $clk_period [get_ports {clk}]

set non_clock_inputs [all_inputs -no_clocks]
set_input_delay [expr $clk_period * $clk_io_pct] -clock clk0 $non_clock_inputs
set_output_delay [expr $clk_period * $clk_io_pct] -clock clk0 [all_outputs]
==> /design/flow/design.v <==
module pc_with_addr_mux #(
    parameter W = 32
) (
    input wire clk, rst,
    input wire can_branch,       
    input wire jump,             
    input wire targ_else_offset, 
    input wire branch_take,      
    input wire pc_addr_src_reg,  
    input wire[W-1:0] rs_val,    
    input wire[W-1:0] imm,       
    output reg[W-1:0] pc,
    input wire[W-1:0] read_inst,
    output reg[W-1:0] inst
);
    wire[W-1:0] pc_targ_addr = (pc_addr_src_reg ? rs_val : imm);
    always @(posedge clk) begin
        if (rst) begin
            pc <= 32'b0;
        end
        else begin
            pc <=   (jump || (can_branch && branch_take)) ?
                    (targ_else_offset ? pc_targ_addr : (pc + pc_targ_addr + 4)) :
                    pc + 4;
        end
    end
    always @(negedge clk) begin
        inst <= read_inst;
    end
endmodule
==> flow_summary.ini <==
; generated from flow reports
[outcome]
status = finished clean

[timing]
finalSetupViolCount = 0
hold_violations = 0
fin_hold_ws_ns = 0.4830
worstMarginPinSlew_ns = 0.8299
max_slew_margin_pct = 44.47
rsz0062_at_grt = no
finClkSkew_ns = 0.004804
tns_ns = 0
slew_viol_final = 0

[global_route]
grt_pass1_vias = 4939
antenna_found_initial = 0
gr-total-overflow = 0
grt_pass1_wl_mm = 25.20
grt_max_degree = 42
gr-usage-all-layers_pct = 18.25

[yosys]
ys_area_um2 = 5074
ys_ff = 64
yosysUniqueCellTypes = 67
top_cell_area_share_pct = 25.25
synth_area_um2 = 5074
synthArstFlopShare_pct = 0
ys.flop_type = dfxtp_1
ys_warn_count = 1
synth_area_per_cell_um2 = 8.703
yosysSeqAreaShare_pct = 25.25
area_leaders = dfxtp_1, ha_1, mux2_2
ys_cells = 583
syn_inst = 583
top_area_cell = dfxtp_1
synth-edff-count = 0

[route]
routed_wl_mm = 15.45
first_iter_violations = 267
antenna_cells = 0
wl_per_cell_um = 15.58
wl_met1_mm = 7.240
routed.top_layer = met4
ant_nets = 0
route.detailed.drc = 0
dr.pass1.iters = 4
met3WireLength_um = 737
vias = 5070
viasPerCell = 5.111
met2WireLength_mm = 7.267

[cts]
cts_made_buffers = 9
cts_tree = built
clockBufferDepth = 2
h-tree-depth = 3
cts_setup_buffers = 0
clk_latency_ns = 0.34
cts_root_buf = clkbuf_16
clk_pin_slew_worst_paths_ns = 0.06
cts-resized-gates = 0
clock_sinks = 64
cts_hold_buf = 0

[floorplanning]
fp_util_pct = 30.70
fp-row-count = 47
core_um2 = 16520
io_pins = 167
fp.dieW_um = 132.0
chipArea_um2 = 17440
die.size.y_um = 132.0

[worst_setup_path]
worstPathMaxFanout = 1
cp-end-kind = output pin
reg2reg_depth = 12
cp_data_arrival_time_ns = 6.09
path_cells = clkdlybuf4s50_1
r2r_start = pc[2]
critical-path-top-delay-family = buffers and inverters
crit_type = reg2out
cp_slowest_cell = clkdlybuf4s50_1
rr_endpoint = pc[26]
timing.critical_path.buf_inv = 1
r2r_slack_ns = 6.58
critPathRequiredTime_ns = 7.84
max_stage_delay_ns = 0.47
crit_path_start_kind = flip-flop

[final_layout]
syn2layout_area_growth_pct = 45.47
stdcell_area_um2 = 7381
instances_no_fill = 992
post-route-util_pct = 44.67
filler_cell_count = 1518
drive_gt1_share_pct = 9.067

[run]
warning_count = 57
max_cap_violations = 0

[power]
peakVddDrop_mv = 0.09423
p_leak_nw = 3.220
cellPowerDensity_nw_per_um2 = 153.6

[worst_hold_path]
min_from = pc[0]
hp-class = reg2reg
hold_path_depth = 2
hold_end = pc[0]

[placement]
dpl.hpwl_mm = 11.63
dp.cells = 945
placed_area_um2 = 6933
io_buffers = 166
globalplace.congestion = 0.8586
==> cell usage after synthesis (all sizes together), types with 3 or more instances <==
cell / number
nand4: 12
buf: 11
o21bai: 3
o21a: 9
o21ai: 18
a211oi: 19
dfxtp: 64
a21oi: 47
nor2b: 6
a2111oi: 4
and3: 17
a221oi: 7
o311a: 3
a31oi: 6
xor2: 18
mux2i: 7
and4: 4
a21o: 24
clkbuf: 18
inv: 14
ha: 62
or3: 4
nand3: 20
o211ai: 4
nor3: 5
o31ai: 3
nor2: 39
nand2: 47
mux2: 30
xnor2: 29
==> cell usage in the layout (no fill, tap or decap), drive strengths merged, types with 4 or more instances in the layout <==
master	instances
o211ai	4
and3	17
dfxtp	64
a221oi	7
nor2	39
a211oi	19
a2111oi	4
and4	4
mux2	30
a31oi	6
clkbuf	11
nand2	47
xnor2	29
mux2i	7
or3	4
o21a	9
a21oi	47
nand3	20
inv	49
a21o	24
nor2b	6
buf	5
xor2	18
ha	62
o21ai	18
clkdlybuf4s50	166
nor3	5
nand4	12
==> sequential cells by signal, indices dropped and copies added (netlist names) <==
name and count:
inst 32, pc 32
==> area by class of cell <==
type	count	area [µm²]	area share (%)
timing repair buffer	171	1699	23.02
inverter	13	48.80	0.6611
clock buffer	11	275.3	3.729
clock inverter	37	176.4	2.390
tap	220	275.3	3.729
multi-input combinational	476	3625	49.11
sequential	64	1281	17.36
==> per-layer routing <==
layer | vias to the layer above | GRT usage [%]
met5 | - | 0
li1 | 2550 | -
met1 | 2373 | 25.12
met4 | 0 | 2.519
met3 | 14 | 3.808
met2 | 133 | 30.34
==> stage by stage <==
stage	worst slack, ns	power [mW]
finish	1.753	1.134
floorplan	2.678	0.5989
global placement	2.178	0.7484
CTS	1.734	1.148
detailed placement	2.163	0.7502
global route	1.730	1.220
==> cells by family (layout without fill, tap and decap cells) <==
logic type	after synthesis	in the layout	share of synthesized area [%]
buf+inv	43	232	3.378
xor+xnor	47	47	8.113
fa+ha+maj	63	63	15.68
flops	64	64	25.25
compound gates	164	164	22.96
mux	37	37	8.039
simple gates	165	165	16.57
==> worst max path at each step <==
stage / slack, ns / cells after the start / endpoint / from
final: 1.75 / 1 / inst[25] / inst[25]
after CTS: 1.73 / 1 / inst[25] / inst[25]
after global routing: 1.73 / 1 / inst[2] / inst[2]
==> power by group <==
part	internal [mW]	switching, mW
Clock	0.227	0.178
Combinational	0.218	0.198
Sequential	0.285	0.0273
Total	0.730	0.404
==> worst min-delay path, delay by kind of cell, from the launching register on <==
kind	cells	cell delay [ns]
AND-OR/OR-AND	1	0.05
flip-flops	1	0.33
AND/OR/NAND/NOR	1	0.06
No activity file was given, so power comes from the tool's default toggle rates.
